==> /design/flow/design.v <==
module dff_async_rst (
  input data,
  input clk,
  input reset,
  output reg q);
  always @ ( posedge clk or posedge reset)    
    if (reset) begin
      q <= 1'b0;
    end  else begin
      q <= data;
    end
endmodule
module dltch_async_rst (
  input data,
  input clk,
  input reset,
  output reg q);
  always @ (clk or reset or data)    
    if (reset) begin
      q <= 1'b0;
    end  else if (clk) begin
      q <= data;
    end
endmodule
module dltch (
  input data,
  input clk,
  output reg q);
  always @ (clk or data)    
    if (clk) begin
      q <= data;
    end
endmodule
module prll_d_reg #(parameter bits = 32)(
  input clk,
  input reset,
  input [bits-1:0] D_in,
  output [bits-1:0] D_out
);
  genvar i;
  generate
    for(i = 0; i < bits; i=i+1) begin:bit_
      dff_async_rst prll_regstr_(.data(D_in[i]),.clk(clk),.reset(reset),.q(D_out[i]));
    end
  endgenerate
endmodule
module prll_d_ltch_no_rst #(parameter bits = 32)(
  input clk,
  input [bits-1:0] D_in,
  output [bits-1:0] D_out
);
  genvar i;
  generate
    for(i = 0; i < bits; i=i+1) begin:bit_
      dltch prll_regstr_(.data(D_in[i]),.clk(clk),.q(D_out[i]));
    end
  endgenerate
endmodule
module prll_d_ltch #(parameter bits = 32)(
  input clk,
  input reset,
  input [bits-1:0] D_in,
  output [bits-1:0] D_out
);
  genvar i;
  generate
    for(i = 0; i < bits; i=i+1) begin:bit_
      dltch_async_rst prll_regstr_(.data(D_in[i]),.clk(clk),.reset(reset),.q(D_out[i]));
    end
  endgenerate
endmodule
module fifo_flops #(parameter depth = 16,parameter bits = 32)(
  input [bits-1:0] Din,
  output reg [bits-1:0] Dout,
  input push,
  input pop,
  input clk,
  output reg full,
  output reg pndng,
  input rst
);
  wire [bits-1:0] q[depth-1:0];
  reg [$clog2(depth):0] count;
  reg [bits-1:0] aux_mux [depth-1:0];
  reg [bits-1:0] aux_mux_or [depth-2:0];
  genvar i;
  generate
    for(i=0;i<depth;i=i+1)begin:_dp_
       if(i==0)begin: _dp2_
         prll_d_reg #(bits) D_reg(.clk(push),.reset(rst),.D_in(Din),.D_out(q[i]));
         always@(*)begin
           aux_mux[i]=(count==i+1)?q[i]:{bits{1'b0}};
         end    
       end else begin: _dp3_
         prll_d_reg #(bits) D_reg(.clk(push),.reset(rst),.D_in(q[i-1]),.D_out(q[i]));
         always@(*)begin
           aux_mux[i]=(count==i+1)?q[i]:{bits{1'b0}};
         end    
       end
    end
  endgenerate
  generate
  for(i=0;i<depth-2;i=i+1)begin:_nu_
    always@(*)begin
      aux_mux_or[i]=aux_mux[i] | aux_mux_or[i+1];
    end
  end
  endgenerate
  always@(*)begin
    aux_mux_or[depth-2] = aux_mux [depth-1]|aux_mux[depth-2];
    Dout=aux_mux_or[0];  
  end
  always@(posedge clk)begin
  if(rst) begin
    count <= 0;
  end else begin
    case({push,pop})
      2'b00: count <= count;
      2'b01: begin
        if(count == 0) begin
          count <= 0;
        end else begin
          count <=count - 1;
        end
      end
      2'b10:begin
         if(count == depth)begin
           count <= count;
         end else begin
           count <= count+1;
        end
      end
      2'b11: count <= count;
    endcase
  end
  pndng <= (count==0)?{1'b0}:{1'b1};
  full <=(count == depth)?{1'b1}:{1'b0};
end
endmodule
==> /design/flow/run.sh <==
#!/bin/bash
# OpenROAD 26Q1-2900-gdf79404cd8, Yosys 0.63+post, stock flow scripts
make -C /OpenROAD-flow-scripts/flow DESIGN_CONFIG=/design/flow/config.mk WORK_HOME=/design/flow/orfs finish
==> /design/flow/config.mk <==
export PLATFORM = sky130hd
export DESIGN_NAME = fifo_flops
export DESIGN_NICKNAME = fifo_flops
export VERILOG_FILES = /design/flow/design.v
export SDC_FILE = /design/flow/constraint.sdc
export NUM_CORES = 4
export LEC_CHECK = 1
export CORE_UTILIZATION = 30
==> /design/flow/constraint.sdc <==
current_design fifo_flops

set clk_period 4.8
set clk_io_pct 0.2

create_clock -name clk0 -period $clk_period [get_ports {clk}]
create_clock -name clk1 -period $clk_period [get_ports {push}]

set non_clock_inputs [all_inputs -no_clocks]
set_input_delay [expr $clk_period * $clk_io_pct] -clock clk0 $non_clock_inputs
set_output_delay [expr $clk_period * $clk_io_pct] -clock clk0 [all_outputs]
==> flow_metrics.env <==
# physical design summary
export IMPL_grt_max_degree=144
export IMPL_yosys_warnings=6
export IMPL_synth_stat_cells=1088
export IMPL_drt_pass1_iterations=5
export IMPL_critPathCaptureType="flop"
export IMPL_netSwitchingFraction_pct=28.5
export IMPL_status="finished, final reports clean"
export IMPL_crit_chain="clkbuf_16, clkbuf_16, clkbuf_16, clkbuf_16, clkbuf_16, clkbuf_16, clkbuf_16, clkbuf_16, ha_4, clkbuf_16, clkbuf_16, clkbuf_16, a21o_1, clkbuf_16, clkbuf_16, a211oi_1, a211oi_1"
export IMPL_xor_area_share_pct=0
export IMPL_cp_num_buf_inv=13
export IMPL_final_max_slew_viol_count=0
export IMPL_top_area_cell="dfrtp_1"
export IMPL_hold_viol_final=0
export IMPL_cts_tree="yes"
export IMPL_top_cells_by_count="dfrtp_1, mux2i_1, a22oi_1, a22o_1"
export IMPL_critPathMaxFanout=4
export IMPL_fillers=5056
export IMPL_worstMarginPinSlew_ns=1.09
export IMPL_top_logic_kind="AND-OR/OR-AND gates"
export IMPL_hpwl_um=29200
export IMPL_synth_simple_area_share_pct=5.54
export IMPL_initCoreUtil_pct=30.5
export IMPL_die_area_mm2=0.0586
export IMPL_worst_hold_slack_ns=0.358
export IMPL_cp_arrival_ns=4.83
export IMPL_grt_usage_pct=17.3
export IMPL_mux_share_pct=5.64
export IMPL_warnings=60
export IMPL_crit_type="clk2reg"
export IMPL_ys_area_mm2=0.0173
export IMPL_wl_per_cell_um=23.4
export IMPL_grt_overflow=0
export IMPL_routed_via_density=5.11
export IMPL_die_w_um=242
export IMPL_setup_viol=0
export IMPL_ys_sh_aoi_pct=11.1
export IMPL_num_vias=10400
export IMPL_crit_family="buffers and inverters"
export IMPL_clock_skew_ns=0.0205
export IMPL_netlist_area_leader_share_pct=74.1
export IMPL_ff_latch_area_mm2=0.0130
export IMPL_ys_sh_adder_pct=0.507
export IMPL_synthArstFlopShare_pct=98.7
export IMPL_synth_flops=519
export IMPL_p_per_area_mw_per_mm2=586
export IMPL_rsz0062_at_grt="false"
export IMPL_synth_area_mm2=0.0173
export IMPL_syn_avg_cell_area_um2=15.9
export IMPL_initialDrtViolationCount=867
export IMPL_grt_pass1_wl_um=72300
export IMPL_hold_buffers=0
export IMPL_path_common_cell="clkbuf_16"
export IMPL_final_cells=2026
export IMPL_net_switching_power_mw=3.62
export IMPL_area_growth_pct=25.4
export IMPL_drc_errors=0
export IMPL_enable_flop_cells=0
export IMPL_antenna_found_initial=0
export IMPL_drv_cap=0
export IMPL_synth_most_common_cell="dfrtp_1"
export IMPL_ys_seq_share_pct=74.9
export IMPL_grt_pass1_vias=11700
export IMPL_r2r_slack_ns=1.91
export IMPL_combinationalPowerShare_pct=19.3
export IMPL_ant_nets=0
export IMPL_combGateArea_mm2=0.00408
export IMPL_ys_flop_type="dfrtp_1"
export IMPL_p_int_mw=9.10
export IMPL_ir_drop_v=0.000302
export IMPL_maxSlewHeadroom_pct=27.2
export IMPL_worstSetupStartpointType="clock port"
export IMPL_power_frac_seq_pct=38.4
export IMPL_p_leak_nw=9.03
export IMPL_place_congestion=0.870
export IMPL_max_stage_delay_ns=0.22
export IMPL_core_mm2=0.0567
export IMPL_place_inst=1895
export IMPL_clkTransAtPathRegs_ns=0.06
export IMPL_worstHoldPathType="reg2reg"
export IMPL_drt_total_wl_um=47300
export IMPL_port_buffers=68
export IMPL_die_y_um=242
export IMPL_top_cells_by_area="dfrtp_1, mux2i_1, a22oi_1"
export IMPL_synth_cells=1088
export IMPL_cp_required_ns=4.90
export IMPL_rows=87
export IMPL_power_share_clock_pct=42.3
export IMPL_synth_cell_types=64
export IMPL_final_layout_size_suffix_gt1_share_pct=17.5
export IMPL_critPathSlowestCell="a211oi_1"
export IMPL_ios=70
routing by layer:
metal	global-route usage [%]	up-vias	part of all wire, %
li1	-	4356	-
met1	22.7	5276	40
met2	23.5	601	43
met3	11.5	117	13
met4	5.17	2	3.0
met5	1.47	-	0.20
path summary, 6_finish.rpt:
kind | start | to | depth (start not counted)
min in group asynchronous | rst | _dp_[6]._dp3_.D_reg.bit_[5].prll_regstr_.q | 2
max reg2reg | count[1] | count[3] | 9
min in group clk0 | count[0] | count[0] | 2
min reg2reg | _dp_[2]._dp3_.D_reg.bit_[31].prll_regstr_.q | _dp_[3]._dp3_.D_reg.bit_[31].prll_regstr_.q | 0
max in group clk1 | Din[31] | _dp_[0]._dp2_.D_reg.bit_[31].prll_regstr_.q | 1
max in group asynchronous | rst | _dp_[7]._dp3_.D_reg.bit_[4].prll_regstr_.q | 4
max | push | count[1] | 17
min | _dp_[2]._dp3_.D_reg.bit_[31].prll_regstr_.q | _dp_[3]._dp3_.D_reg.bit_[31].prll_regstr_.q | 0
registers in the layout, summed over array words and instances (netlist names):
signal                                flops
_dp_._dp2_.D_reg.bit_.prll_regstr_.q     32
_dp_._dp3_.D_reg.bit_.prll_regstr_.q    480
full                                      1
pndng                                     1
count                                     5
cell type report:
class | count | share of cell area (%)
Antenna cell | 1 | 0.0115
Clock buffer | 105 | 10.4
Clock inverter | 26 | 1.21
Inverter | 11 | 0.208
Multi-Input combinational cell | 490 | 18.8
Sequential cell | 519 | 59.8
Tap cell | 756 | 4.36
Timing Repair Buffer | 118 | 5.22
repair_timing:
action,in CTS,in global routing
endpoints found under the setup margin,3,2
endpoints found under the hold margin,0,0
pin swaps,2,3
buffers inserted,0,0
gates resized,12,3
power groups by stage:
stage	sequential [mW]	combinational (mW)	clock (mW)
global route	4.91	2.64	5.70
finish	4.88	2.46	5.38
CTS	4.88	2.48	5.51
kinds of logic after synthesis:
group                      count (synthesis)
AOI/OAI and AO/OA                        245
buffers and inverters                     79
muxes                                     87
and+or+nand+nor                          151
DFF                                      519
adders and majority gates                  7
layout by cell type (no fill, tap or decap), types with 5 or more instances in the layout:
| master | Yosys | routed |
|---|---|---|
| nand2_1 | 31 | 31 |
| a2bb2oi_1 | 11 | 10 |
| ha_1 | 7 | 6 |
| a22o_1 | 36 | 36 |
| o2bb2ai_1 | 11 | 11 |
| a21oi_1 | 17 | 15 |
| a222oi_1 | 7 | 7 |
| dfrtp_1 | 512 | 512 |
| nor2b_1 | 11 | 8 |
| or3b_2 | 6 | 6 |
| clkbuf_1 | 27 | 10 |
| nor2_1 | 14 | 14 |
| and4b_1 | 6 | 6 |
| inv_1 | 12 | 11 |
| clkdlybuf4s50_1 | 0 | 68 |
| mux2i_1 | 66 | 66 |
| a221oi_1 | 31 | 31 |
| a22oi_1 | 57 | 57 |
| clkbuf_8 | 0 | 12 |
| clkinv_2 | 0 | 16 |
| mux2_2 | 14 | 14 |
| o22ai_1 | 21 | 21 |
| buf_12 | 0 | 6 |
| a211oi_1 | 6 | 6 |
| a32oi_1 | 5 | 5 |
| nand4_1 | 12 | 12 |
| clkbuf_16 | 0 | 82 |
| buf_4 | 11 | 44 |
| mux4_2 | 7 | 7 |
| nand3b_1 | 17 | 17 |
| nand3_1 | 22 | 22 |
| o21ai_0 | 12 | 10 |
stage by stage:
| stage | power, mW | setup WS, ns | util, % | area (µm²) | setup TNS [ns] |
|---|---|---|---|---|---|
| 3_5_place_dp | 7.52 | 0.707 | 33.7 | 19100 | 0 |
| 6_report | 12.7 | 0.0661 | 38.2 | 21700 | 0 |
| 4_1_cts | 12.9 | 0.00413 | 38.3 | 21700 | 0 |
| 3_3_place_gp | 7.53 | 0.795 | 33.7 | 19100 | 0 |
| 5_1_grt | 13.3 | 0.00977 | 38.2 | 21700 | 0 |
| 2_1_floorplan | 6.21 | -4.90 | - | 17300 | -1603.24 |
Power is estimated from default activity; no workload was simulated.
